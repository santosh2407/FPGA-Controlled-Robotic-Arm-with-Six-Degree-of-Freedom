$ cat design.v
`timescale 1ns / 1ps
module PWM_generator(
    input  clk,          
    input enable,        
    input [27:0] ontime, 
    output reg pwm       
    );
    reg [27:0] n;        
    reg [27:0] period;   
    parameter x=100000;  
    initial
    begin
    n<=0;           
    pwm <=1'b1;     
    period <= 20*x; 
    end
        always@(posedge clk)
        begin
            if(enable)
            begin
                if(ontime!=0)
                begin
                      n<=n+1;
                      if( n == ontime )
                                pwm <= 1'b0 ;
                      else if (  n == period)
                          begin
                                pwm <= 1'b1 ;      
                                n<=0;
                          end      
                end 
                else 
                pwm<=1'b0;
            end
            else
            pwm<=1'b0;
        end
endmodule
$ cat run.sh
#!/bin/bash
# OpenROAD 26Q1-2900-gdf79404cd8, Yosys 0.63+post, stock flow scripts
make -C /OpenROAD-flow-scripts/flow DESIGN_CONFIG=/design/flow/config.mk WORK_HOME=/design/flow/orfs finish
$ cat config.mk
export PLATFORM = sky130hd
export DESIGN_NAME = PWM_generator
export DESIGN_NICKNAME = PWM_generator
export VERILOG_FILES = /design/flow/design.v
export SDC_FILE = /design/flow/constraint.sdc
export NUM_CORES = 4
export LEC_CHECK = 1
export CORE_AREA = 10 10 112 112
export DIE_AREA = 0 0 122 122
$ cat constraint.sdc
current_design PWM_generator

set clk_period 5.0
set clk_io_pct 0.2

create_clock -name clk0 -period $clk_period [get_ports {clk}]

set non_clock_inputs [all_inputs -no_clocks]
set_input_delay [expr $clk_period * $clk_io_pct] -clock clk0 $non_clock_inputs
set_output_delay [expr $clk_period * $clk_io_pct] -clock clk0 [all_outputs]
==> flow_summary.html <==
<h2>Implementation results</h2>
<table>
<tr><th>Metric</th><th>Value</th></tr>
<tr><th colspan="2">Synth</th></tr>
<tr><td>Adder share</td><td>1.31%</td></tr>
<tr><td>Count of different cell masters after synthesis</td><td>25</td></tr>
<tr><td>Flops out of synthesis</td><td>29</td></tr>
<tr><td>Yosys cell count</td><td>182</td></tr>
<tr><td>Area of the synthesized netlist per yosys stat</td><td>0.00190 mm^2</td></tr>
<tr><td>Comb area leader</td><td>XOR/XNOR gates</td></tr>
<tr><td>Mapped Cells</td><td>182</td></tr>
<tr><td>Number of warnings reported in the yosys synthesis log</td><td>1</td></tr>
<tr><td>Sequential fraction of the synthesis area</td><td>45.2%</td></tr>
<tr><td>Share of synthesized area spent on multiplexers</td><td>0%</td></tr>
<tr><td>XOR/XNOR Fraction of Synth Area</td><td>24.9%</td></tr>
<tr><td>Compound-Gate Fraction of Synth Area</td><td>1.58%</td></tr>
<tr><td>Simple-gate share of the synthesized area</td><td>24.1%</td></tr>
<tr><td>Mean area per synthesized cell</td><td>10.5 um^2</td></tr>
<tr><td>Netlist Area Pre-Place</td><td>0.00190 mm^2</td></tr>
<tr><th colspan="2">Cells and area</th></tr>
<tr><td>Area growth from synthesis to final layout</td><td>27.7%</td></tr>
<tr><td>Register area</td><td>861 um^2</td></tr>
<tr><td>Comb. cell area</td><td>986 um^2</td></tr>
<tr><td>Final core occ</td><td>23.7%</td></tr>
<tr><td>Filler Cells Inserted</td><td>1,064</td></tr>
<tr><td>Layout cell share with drive strength beyond 1</td><td>5.09%</td></tr>
<tr><th colspan="2">Final timing</th></tr>
<tr><td>Worst clock skew</td><td>0.00660 ns</td></tr>
<tr><td>Total Negative Setup Slacks</td><td>0 ns</td></tr>
<tr><td>Slew at the pin closest to its max-slew limit</td><td>0.579 ns</td></tr>
<tr><td>Number of endpoints failing setup at the final stage</td><td>0</td></tr>
<tr><td>Final max-slew violation count</td><td>0</td></tr>
<tr><td>Rel. slew slack</td><td>61.1%</td></tr>
<tr><td>Tmin final</td><td>2.86 ns</td></tr>
<tr><td>Setup repair after global routing missed its margin</td><td>false</td></tr>
<tr><td>Fin. Hold Viols</td><td>0</td></tr>
<tr><td>Timing-limited maximum frequency</td><td>349 MHz</td></tr>
<tr><td>Cycle use final</td><td>57.3%</td></tr>
<tr><th colspan="2">Pwr</th></tr>
<tr><td>Cell Pwr Density</td><td>241 mW/mm^2</td></tr>
<tr><td>Largest vdd supply drop</td><td>0.0929 mV</td></tr>
<tr><td>Relative contribution of the clock network to total power</td><td>30.9%</td></tr>
<tr><td>Static leakage power</td><td>0.750 nW</td></tr>
<tr><td>Total power after layout</td><td>0.000585 W</td></tr>
<tr><td>Share of total power in combinational logic</td><td>15.9%</td></tr>
<tr><td>Sequential power share</td><td>53.1%</td></tr>
<tr><td>Switching Fraction</td><td>25.6%</td></tr>
<tr><td>Switching component of the power</td><td>0.000150 W</td></tr>
<tr><td>P_int</td><td>0.000435 W</td></tr>
<tr><th colspan="2">Drt</th></tr>
<tr><td>Overall routed net length</td><td>5240 um</td></tr>
<tr><td>Total via count after detailed routing</td><td>1,509</td></tr>
<tr><td>Wire length per cell after detailed routing</td><td>14.9 um</td></tr>
<tr><td>Ant diodes</td><td>0</td></tr>
<tr><td>Average vias per placed instance</td><td>4.29</td></tr>
<tr><td>Routed Antenna Nets</td><td>0</td></tr>
<tr><td>Violation count after the first detailed-routing iteration</td><td>62</td></tr>
<tr><td>Post-route DRC violation count</td><td>0</td></tr>
<tr><td>Number of detailed-route iterations in the first pass</td><td>4</td></tr>
<tr><th colspan="2">Clocking</th></tr>
<tr><td>CTS tree</td><td>yes</td></tr>
<tr><td>Clock root buffer</td><td>clkbuf_8</td></tr>
<tr><td>Clock edge transition at the registers on the reported setup and hold paths</td><td>0.06 ns</td></tr>
<tr><td>Number of buffers on the longest clock path</td><td>2</td></tr>
<tr><td>Number of hold buffers added after cts</td><td>0</td></tr>
<tr><td>Clock latency on the worst-skew pair</td><td>0.28 ns</td></tr>
<tr><td>Maximum level of the CTS H-tree</td><td>2</td></tr>
<tr><td>CTS resizes</td><td>0</td></tr>
<tr><td>Clock buffer count from CTS</td><td>5</td></tr>
<tr><td>TritonCTS sink count</td><td>29</td></tr>
<tr><td>Post-CTS setup repair buffer count</td><td>0</td></tr>
<tr><th colspan="2">Critical path</th></tr>
<tr><td>Cell depth of the worst flop-to-flop path</td><td>5</td></tr>
<tr><td>Worst EP arrival</td><td>2.88 ns</td></tr>
<tr><td>Largest fanout on the critical path</td><td>17</td></tr>
<tr><td>WS Path Type</td><td>input port to flop</td></tr>
<tr><td>Launch instance of the worst register-to-register path</td><td>n[13]$_DFFE_PP_</td></tr>
<tr><td>CP endpoint kind</td><td>flop</td></tr>
<tr><td>Endpoint of the worst-slack reg-to-reg timing path</td><td>n[18]$_DFFE_PP_</td></tr>
<tr><td>Setup slack, reg-to-reg</td><td>2.72 ns</td></tr>
<tr><td>Endpoint required time on the critical path</td><td>5.02 ns</td></tr>
<tr><td>Critical path startpoint category</td><td>input port</td></tr>
<tr><th colspan="2">Hold path</th></tr>
<tr><td>Hold Path Origin</td><td>pwm$_SDFFE_PP0N_</td></tr>
<tr><td>Worst Hold Class</td><td>flop to flop</td></tr>
<tr><td>Count of cells along the worst hold path</td><td>2</td></tr>
<tr><td>Hold worst-path end</td><td>pwm$_SDFFE_PP0N_</td></tr>
<tr><th colspan="2">GRT</th></tr>
<tr><td>Largest net degree at the start of global routing</td><td>18</td></tr>
<tr><td>All-Layer GR Usage</td><td>6.93%</td></tr>
<tr><td>First-pass GRT wire length</td><td>7970 um</td></tr>
<tr><td>Initial antenna violation count</td><td>0</td></tr>
<tr><td>Vias in the first global route</td><td>1,541</td></tr>
<tr><td>GR Overflow Total</td><td>0</td></tr>
<tr><th colspan="2">Place</th></tr>
<tr><td>Hpwl dp</td><td>4280 um</td></tr>
<tr><td>Buffers added on ports</td><td>30</td></tr>
<tr><td>Gp weighted congestion</td><td>0.899</td></tr>
<tr><th colspan="2">Die</th></tr>
<tr><td>Die H</td><td>122 um</td></tr>
<tr><td>Count of standard-cell rows</td><td>37</td></tr>
<tr><td>Floorplan core area</td><td>0.0102 mm^2</td></tr>
<tr><td>Total die area</td><td>0.0149 mm^2</td></tr>
<tr><td>Total I/O pin count</td><td>31</td></tr>
<tr><td>Fp util</td><td>18.6%</td></tr>
<tr><td>Die Span X</td><td>122 um</td></tr>
<tr><th colspan="2">Run</th></tr>
<tr><td>Max-cap check violation count</td><td>0</td></tr>
<tr><td>Log Warnings</td><td>26</td></tr>
<tr><th colspan="2">Status</th></tr>
<tr><td>Status</td><td>complete, no violations</td></tr>
</table>
[flip-flops by register name, indices dropped and copies added (netlist names)]
register	flops
n	28
pwm	1
[worst max-delay path: stages]
cell	delay, ns
clkdlybuf4s50_1	0.44
nor4_1	0.45
nand4_1	0.15
o21ai_0	0.26
inv_1	0.28
buf_4	0.30
[cell usage in the layout, fill, tap and decap left out]
cell | Yosys | layout
xnor2_1 | 43 | 43
clkdlybuf4s50_1 | 0 | 30
edfxtp_1 | 28 | 28
nor2_1 | 19 | 19
nand3_1 | 15 | 15
nand4_1 | 13 | 13
xor2_1 | 11 | 11
nor4_1 | 8 | 8
nand2_1 | 7 | 7
and3_1 | 6 | 6
inv_1 | 6 | 6
nor3_1 | 5 | 5
clkbuf_8 | 0 | 5
and4_1 | 2 | 2
nor4_2 | 2 | 2
or4b_1 | 2 | 2
ha_1 | 2 | 2
clkinv_2 | 0 | 2
or2_1 | 1 | 1
or4_1 | 1 | 1
nor4b_1 | 1 | 1
a21oi_4 | 1 | 1
nor2b_1 | 1 | 1
o21ai_0 | 1 | 1
a221oi_1 | 1 | 1
clkbuf_1 | 3 | 1
buf_4 | 0 | 1
dfxtp_1 | 1 | 1
[worst max path at each step]
stage | cells past startpoint | to | from | slack, ns
CTS | 6 | n[26]$_DFFE_PP_ | ontime[7] | 2.16
global route | 6 | n[19]$_DFFE_PP_ | ontime[7] | 1.99
finish | 6 | n[26]$_DFFE_PP_ | ontime[7] | 2.14
[power groups by stage]
stage | Sequential (W) | Combinational, W | Clock, W
CTS | 0.000310 | 0.0000941 | 0.000186
global route | 0.000313 | 0.000101 | 0.000198
finish | 0.000311 | 0.0000933 | 0.000181
[final cells by class]
type | instances | share of cell area, %
clock inverter | 2 | 0.412
sequential | 29 | 35.4
inverter | 6 | 0.927
multi-input combinational | 142 | 40.6
clock buffer | 6 | 2.99
timing repair buffer | 31 | 12.7
tap | 136 | 7.00
[cell families (layout without fill, tap and decap cells)]
family,count (synthesis),after routing
DFF,29,29
adders and majority gates,2,2
buffers and inverters,11,45
xor gates and xnor gates,54,54
and+or+nand+nor,83,83
AOI/OAI and AO/OA,3,3
[cell usage after synthesis, drive strengths merged]
| master | n | area [um^2] |
|---|---|---|
| a21oi | 1 | 16.3 |
| a221oi | 1 | 8.76 |
| and3 | 6 | 37.5 |
| and4 | 2 | 17.5 |
| buf | 2 | 22.5 |
| clkbuf | 3 | 11.3 |
| dfxtp | 1 | 20.0 |
| edfxtp | 28 | 841 |
| ha | 2 | 25.0 |
| inv | 6 | 22.5 |
| nand2 | 7 | 26.3 |
| nand3 | 15 | 75.1 |
| nand4 | 13 | 81.3 |
| nor2 | 19 | 71.3 |
| nor2b | 1 | 6.26 |
| nor3 | 5 | 25.0 |
| nor4 | 10 | 75.1 |
| nor4b | 1 | 8.76 |
| o21ai | 1 | 5.00 |
| or2 | 1 | 6.26 |
| or4 | 1 | 7.51 |
| or4b | 2 | 20.0 |
| xnor2 | 43 | 377 |
| xor2 | 11 | 96.3 |
[metrics by stage]
step           setup slack (ns)  cell area [um^2]  hold slack, ns  cells
2_1_floorplan              2.69              1900           0.430    182
3_3_place_gp               1.90              2350           0.490    344
3_5_place_dp               1.88              2350           0.502    344
4_1_cts                    2.16              2430           0.512    352
5_1_grt                    1.99              2430           0.524    352
6_report                   2.14              2430           0.514    352
[routing by layer]
layer	up-vias	part of all wire (%)	track usage, %
met2	71	45	10.5
met5	-	0	0
met3	6	9.6	2.58
met1	710	43	9.29
li1	722	-	-
met4	0	2.2	1.71
Power figures rest on the tool's default switching activity, not on a simulated workload.
