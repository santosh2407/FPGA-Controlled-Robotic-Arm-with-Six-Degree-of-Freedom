[flow/run.sh]
#!/bin/bash
# OpenROAD 26Q1-2900-gdf79404cd8, Yosys 0.63+post, stock flow scripts
make -C /OpenROAD-flow-scripts/flow DESIGN_CONFIG=/design/flow/config.mk WORK_HOME=/design/flow/orfs finish
[flow/config.mk]
export PLATFORM = sky130hd
export DESIGN_NAME = PIPO_shift_register
export DESIGN_NICKNAME = PIPO_shift_register
export VERILOG_FILES = /design/flow/design.v
export SDC_FILE = /design/flow/constraint.sdc
export NUM_CORES = 4
export LEC_CHECK = 1
export CORE_AREA = 10 10 70 70
export DIE_AREA = 0 0 80 80
[flow/constraint.sdc]
current_design PIPO_shift_register

set clk_period 1.0
set clk_io_pct 0.2

create_clock -name clk0 -period $clk_period [get_ports {clk_trig}]

set non_clock_inputs [all_inputs -no_clocks]
set_input_delay [expr $clk_period * $clk_io_pct] -clock clk0 $non_clock_inputs
set_output_delay [expr $clk_period * $clk_io_pct] -clock clk0 [all_outputs]
[flow/design.v]
`timescale 1ns / 1ps
module PIPO_shift_register(
    input clk_trig,          
    input [27:0] in,         
    output reg [27:0] out    
    );
    always @(posedge clk_trig)
    out<=in;    
endmodule
==> qor.txt <==
Crit path required time: 800 ps
proportion of layout cells with a drive suffix above 1: 0.3750
critical path launch point type: flip-flop
Comb area: 0 sq um
number of port buffers: 56
dpl cell area: 0.001179 sq mm
tool warnings: 29
top flop regs: out: 28 flops
Avg Cell Area, Syn: 20.02 sq um
Worst Path Max Fanout: 1
vias in the first global route: 470
fin crit period: 951.8 ps
DR WL/cell: 12.52 microns
crit path capture type: output port
Inserted Clock Buffers: 3
VDD IR max: 1558 uV
largest register by flop count: out
die height: 80 microns
status: finished, final reports clean
leading area contributor after synthesis: dfxtp_1
Max Cap Viol: 0
main flop type: dfxtp_1
first-pass GRT wire length: 2559 microns
largest net degree at the start of global routing: 17
H-tree depth: 1
Hold Vio Cnt, Final: 0
WHS: 305.6 ps
Worst Hold Class: primary input to flip-flop
Slew @ Worst Pin: 139.1 ps
Worst-path clk slew: 140 ps
total wire length: 1678 microns
crit path DAT: 750 ps
final weighted congestion in routability-driven placement: 0.6980
cell with the most instances after synthesis: dfxtp_1
worst path bufs/invs: 1
Post-synth seq share: 1.000
GRT Overall Usage: 0.05154
Synth Cell Area: 560.5 sq um
pwr/cell area: 1868 mW/mm^2
post-route clock period utilization: 0.9518
DIE WIDTH: 80 microns
DRT antenna net count: 0
synth warn: 1
initial antenna violation count: 0
final tally of max-slew violations: 0
Rel. slew slack: 0.9073
Setup violations, final: 0
unrepaired setup endpoints after global routing: yes
CP delay by family, top: flip-flops
max reg flops: 28
# Cells Yosys: 28
CTS tree: built
FF+latch area: 561.8 sq um
Comb gates: 0
clock root buffer master: clkbuf_4
Fin Setup TNS: 0 ps
First-pass DRT Iterations: 2
CP Class: flip-flop to output port
Antenna Diode Count: 0
leakage: 0.4839 nW
Largest type area fraction: 1.000
deepest clock path buffer count: 2
Crit-path slowest cell: dfxtp_2
Tot Pwr: 2.041 mW
top post-synthesis cells by count: dfxtp_1 (28)
row count: 21
CP Cell Sequence: buf_2
Die Size: 0.006400 sq mm
Core Util, Final: 0.3198
total I/O pin count: 57
Design Area, Final: 0.001092 sq mm
routed vias: 406
synth unique cells: 1
core footprint: 0.003416 sq mm
initial DRC count: 11
gr ovfl total: 0
top cells by area: dfxtp_1 (100%)
cells after synthesis: 28
fillers: 363
max incr delay on CP: 330 ps
fp util: 0.1641
Area growth syn-to-layout: 94.87%
ys flops: 28
Post-synth EDFFs: 0
Vias per Instance: 3.030
ys async rst share: 0
FMAX: 1051 MHz
DRC viols: 0
clk sinks: 28
Yosys Chip Area: 560.5 sq um
kinds of logic after synthesis:
kind of cell | after synthesis | share of synthesized area
flops | 28 | 1.000
stage by stage:
stage          setup WS (ps)  cells
2_1_floorplan          538.5     28
3_3_place_gp           27.82    130
3_5_place_dp           31.76    130
4_1_cts                31.50    134
5_1_grt               -19.37    134
6_report               48.22    134
what timing repair did:
action | CTS | global route
hold buffers | 0 | 0
endpoints found under the setup margin | 28 | 4
buffers inserted | 0 | 0
pin swaps | 0 | 0
gates resized | 84 | 1
cells in the final DEF, fill, tap and decap left out, drive strengths merged:
cell type / instances
dfxtp: 28
clkdlybuf4s50: 28
bufinv: 1
clkbuf: 3
buf: 28
routing by layer:
layer | share of wire | vias to the layer above | GRT usage
met5 | 0 | - | 0
met4 | 0 | 0 | 0.001761
met3 | 0.19 | 0 | 0.04773
met2 | 0.48 | 30 | 0.08909
met1 | 0.33 | 171 | 0.04530
li1 | - | 205 | -
layout make-up:
| class | count | share of cell area |
|---|---|---|
| repair buffers | 56 | 0.3849 |
| well taps | 46 | 0.05269 |
| clock inverters | 1 | 0.02749 |
| clock buffers | 3 | 0.02062 |
| flip-flops and latches | 28 | 0.5143 |
where the power goes:
part           total [mW]  switching [mW]  internal, mW
Combinational       0.153          0.0235         0.130
Sequential           1.19          0.0108          1.18
Clock               0.702           0.297         0.405
path summary, 6_finish.rpt:
kind,startpoint,end,slack (ps),cells past startpoint
worst min-delay path,in[11],out[11]$_DFF_P_,310,1
worst max-delay path,out[9]$_DFF_P_,out[9],50,1
Power and IR drop assume default switching activity.
