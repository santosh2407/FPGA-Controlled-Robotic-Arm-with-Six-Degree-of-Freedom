[run.sh]
#!/bin/bash
# OpenROAD 26Q1-2900-gdf79404cd8, Yosys 0.63+post, stock flow scripts
make -C /OpenROAD-flow-scripts/flow DESIGN_CONFIG=/design/flow/config.mk WORK_HOME=/design/flow/orfs finish
[config.mk]
export PLATFORM = sky130hd
export DESIGN_NAME = Angle_to_on_time
export DESIGN_NICKNAME = Angle_to_on_time
export VERILOG_FILES = /design/flow/design.v
export SDC_FILE = /design/flow/constraint.sdc
export NUM_CORES = 4
export LEC_CHECK = 1
export CORE_AREA = 10 10 70 70
export DIE_AREA = 0 0 80 80
[constraint.sdc]
current_design Angle_to_on_time

set clk_period 1.8
set clk_io_pct 0.2

create_clock -name clk0 -period $clk_period

set non_clock_inputs [all_inputs -no_clocks]
set_input_delay [expr $clk_period * $clk_io_pct] -clock clk0 $non_clock_inputs
set_output_delay [expr $clk_period * $clk_io_pct] -clock clk0 [all_outputs]
[design.v]
`timescale 1ns / 1ps
module Angle_to_on_time(
  input [3:0] angle,         
  output reg [27:0] out      
    );
parameter x=100000; 
    always@(angle)
        begin
        case(angle)
        4'b0001: out= 1.0*x;  
        4'b0010: out= 1.5*x;  
        4'b0100: out= 2.0*x;  
        4'b1000: out= 2.5*x;  
        default: out= 0;      
        endcase 
    end
endmodule
==> results.py <==
# Metrics from the implementation run
metrics = {
    "synthesis": {
        "top_cell": "buf_4",
        "topCellsByArea": "buf_4 (46%), xnor2_1 (16%), nor3_1 (7.7%)",
        "synth_warnings": 5,
        "synthTopCellsByCount": "buf_4 (20), xnor2_1 (6), nor3_1 (5)",
        "ys_chip_area_um2": 326.6,
        "synth_cell_types": 11,
        "postSynthSeqShare": 0,
        "top_cell_area_share": 0.4598,
        "synth_area_um2": 326.6,
        "syn_area_per_cell_um2": 7.422,
        "ys_cells": 44,
        "postSynthCellCount": 44,
        "yosysTopAreaCell": "buf_4",
    },
    "power": {
        "power.internal_mw": 0.05687,
        "p_sw_mw": 0.04210,
        "p_seq_frac": 0,
        "switching_share": 0.4254,
        "combPwrFrac": 1.000,
        "leakage_nw": 0.2892,
        "clkPwrFrac": 0,
        "powerDensity_nw_per_um2": 179.0,
        "peakVddDrop_uv": 32.17,
        "finalPower_mw": 0.09897,
    },
    "min_path": {
        "hp-class": "input pin to output port",
        "holdPathEnd": "out[9]",
        "worstHoldStart": "angle[3]",
        "hold_path_depth": 4,
    },
    "final_timing": {
        "holdWs_ps": 1194,
        "slew_viol_final": 0,
        "finalSetupTns_ps": 0,
        "setup_violations": 0,
        "finalCritPeriodShare": 0.9735,
        "final_hold_viol_count": 0,
        "fmax_ghz": 0.5707,
        "min_period_ps": 1752,
        "layout_setup_ws_ps": 47.72,
    },
    "global_routing": {
        "track_usage": 0.02795,
        "grt_pass1_vias": 304,
        "grt_pass1_wl_um": 1524,
        "grt_antenna_before_repair": 0,
        "overflow": 0,
        "grt_max_degree": 9,
    },
    "critical_path": {
        "worstSetupStartpointType": "input pin",
        "critPathCaptureType": "output port",
        "cp_top_family": "buffers and inverters",
        "cp_num_cells": 6,
        "arrival_ps": 1390,
        "worstPathCellList": "dlygate4sd2_1 > buf_6 > buf_4 > o21a_1 > a211oi_2 > dlygate4sd2_1",
        "crit_top_cell": "dlygate4sd2_1",
        "path_class": "input pin to output port",
        "critical-path-max-stage-delay_ps": 250,
        "crit_slowest_cell": "dlygate4sd2_1",
        "worstPathBufferInverterCount": 4,
        "critPathRequiredTime_ps": 1440,
        "critPathMaxFanout": 6,
    },
    "layout": {
        "design.seq.count": 0,
        "nClkBuffers": 0,
        "regArea_um2": 0,
        "drive_above_1_share": 0.3538,
        "utilization": 0.1619,
        "area_growth_pct": 69.35,
    },
    "routing": {
        "antenna_left": 0,
        "routed_wirelength_um": 968,
        "drtPass1Iterations": 2,
        "antenna_cells": 0,
        "avgRoutedWirePerCell_um": 8.721,
        "routed_via_density": 2.712,
        "first_iter_violations": 4,
        "drc": 0,
        "via_count": 301,
    },
    "floorplan": {
        "fp_util": 0.09560,
        "dieArea_um2": 6400,
        "die.size.y_um": 80,
        "io_pins": 32,
        "rows": 21,
        "die_w_um": 80,
        "core_area_um2": 3416,
    },
    "place": {
        "io_buffers": 17,
        "dpl_worst_slack_ps": -564.5,
        "dp_hpwl_um": 849.7,
        "gp_congestion": 0.6971,
    },
    "outcome": {
        "status": "finished, final reports clean",
    },
    "job": {
        "tool_warnings": 32,
        "maxCapViolations": 0,
    },
}
[cells by family after synthesis]
logic type | count (synthesis) | synth area share
XOR/XNOR | 6 | 0.1609
buffers and inverters | 24 | 0.5517
AND-OR/OR-AND | 6 | 0.1532
other | 1 | 0.01148
AND/OR/NAND/NOR | 7 | 0.1226
[area by class of cell]
cell class,instances,area [µm²]
fillers,397,2863
multi-input cells,34,245.2
repair buffers,29,242.7
well taps,46,57.56
inverters,2,7.507
[worst max-delay path by stage]
stage,start,to,slack [ps]
CTS,angle[0],out[9],2
global route,angle[2],out[17],-1
finish,angle[2],out[17],50
[stage by stage]
step           cells  cell area (µm²)
3_5_place_dp     109            509.2
4_1_cts          111            545.5
3_3_place_gp     109            509.2
2_1_floorplan     58            379.1
6_report         111            553.0
5_1_grt          111            553.0
[cell usage in the layout (no fill, tap or decap)]
cell,count
inv_1,1
buf_6,2
conb_1,15
dlymetal6s2s_1,1
nor3_1,3
o21a_1,3
a211oi_2,3
nor4_2,1
xnor2_1,5
nor3_2,1
xnor2_2,1
buf_2,2
buf_4,10
nor4b_2,1
dlygate4sd2_1,14
inv_2,1
nor3_4,1
[worst min-delay path: cells and delay by family]
family        cells  cell delay (ps)
simple gates      1               30
buf+inv           3              430
[power by group through the flow]
stage,clock network (mW),registers (mW),logic (mW)
CTS,0,0,0.100
global route,0,0,0.111
finish,0,0,0.0990
[per-layer routing]
layer | part of all wire | track usage
met4 | 0 | 0
met5 | 0 | 0
met3 | 0.14 | 0.01250
met1 | 0.40 | 0.03498
met2 | 0.46 | 0.04575
[timing repair]
action	4_1_cts	5_1_grt
gates resized	33	3
pin swaps	5	1
setup endpoints to repair	13	3
setup buffers	2	0
hold buffers	0	0
Power and IR drop assume default switching activity.
